**run.sh**
```bash
#!/bin/bash
# OpenROAD 26Q1-2900-gdf79404cd8, Yosys 0.63+post, stock flow scripts
make -C /OpenROAD-flow-scripts/flow DESIGN_CONFIG=/design/flow/config.mk WORK_HOME=/design/flow/orfs finish
```
**config.mk**
```make
export PLATFORM = sky130hd
export DESIGN_NAME = if_id
export DESIGN_NICKNAME = if_id
export VERILOG_FILES = /design/flow/design.v
export SDC_FILE = /design/flow/constraint.sdc
export NUM_CORES = 4
export LEC_CHECK = 1
export CORE_AREA = 10 10 167 167
export DIE_AREA = 0 0 177 177
export SYNTH_HDL_FRONTEND = slang
```
**constraint.sdc**
```tcl
current_design if_id

set clk_period 1.0
set clk_io_pct 0.2

create_clock -name clk0 -period $clk_period [get_ports {clk}]

set non_clock_inputs [all_inputs -no_clocks]
set_input_delay [expr $clk_period * $clk_io_pct] -clock clk0 $non_clock_inputs
set_output_delay [expr $clk_period * $clk_io_pct] -clock clk0 [all_outputs]
```
**design.v**
```verilog
module if_id (
    input logic clk,
    input logic [31:0] pc_if,
    output logic [31:0] pc_id,
    input logic [31:0] pc_plus_4_if,
    output logic [31:0] pc_plus_4_id,
    input logic [6:0] opcode_if,
    output logic [6:0] opcode_id,
    input logic [4:0] rd_if,
    output logic [4:0] rd_id,
    input logic [2:0] func_3_if,
    output logic [2:0] func_3_id,
    input logic [4:0] rs1_if,
    output logic [4:0] rs1_id,
    input logic [4:0] rs2_if,
    output logic [4:0] rs2_id,
    input logic func_7_bit_6_if,
    output logic func_7_bit_6_id,
    input logic [31:0] im_data_if,
    output logic [31:0] im_data_id
);
    always_ff @(posedge clk) begin
        pc_id <= pc_if;
        pc_plus_4_id <= pc_plus_4_if;
        opcode_id <= opcode_if;
        rd_id <= rd_if;
        func_3_id <= func_3_if;
        rs1_id <= rs1_if;
        rs2_id <= rs2_if;
        func_7_bit_6_id <= func_7_bit_6_if;
        im_data_id <= im_data_if;
    end
endmodule
```
==> flow_metrics.py <==
# Generated from Yosys and OpenROAD reports
metrics = {
    "run_status": {
        "status": "complete, but fails checks",
        "violations": "negative setup slack",
    },
    "floorplan": {
        "die_h_um": 177,
        "fp_util_pct": 10.0,
        "top_level_ports": 245,
        "core_area_um2": 24300,
        "die_w_um": 177,
        "die_area_um2": 31300,
        "rows": 57,
    },
    "sta": {
        "period_used_pct": 103,
        "finalSetupViolations": 55,
        "hold_viol": 0,
        "worst_slew_pin_slew_ps": 174,
        "slew_violations": 0,
        "min_period_ps": 1030,
        "fin_ws_ps": -34.4,
        "rsz0062_at_grt": "yes",
        "timing.max_slew.rel_slack_pct": 88.4,
        "clock.fmax_ghz": 0.967,
    },
    "worst_setup_path": {
        "critical_path_class": "reg2out",
        "arrival_ps": 830,
        "path_max_fanout": 1,
        "cpPeakStageDelay_ps": 320,
        "startpoint_type": "register",
        "path_buffers": 1,
        "crit_family": "flip-flops",
        "crit_slowest_cell": "dfxtp_2",
        "worstPathRequired_ps": 800,
        "cp-end-kind": "primary output",
        "worstPathCellList": "buf_6",
    },
    "detailed_routing": {
        "avgViaCountPerCell": 2.57,
        "wl_per_cell_um": 13.4,
        "first_pass_iters": 2,
        "wl_mm": 9.66,
        "route.detailed.drc": 0,
        "routed-via-count": 1855,
        "ant_nets": 0,
        "antenna_cells": 0,
        "drt_iter0_drc": 15,
    },
    "synth": {
        "async_flop_share_pct": 0,
        "ys_chip_area_um2": 2440,
        "synth-xor-area-share_pct": 0,
        "ys_sh_adder_pct": 0,
        "common_cells": "dfxtp_1",
        "yosysUniqueCellTypes": 1,
        "ys_seq_share_pct": 100,
        "synthSimpleGateAreaFrac_pct": 0,
        "ys.flop_type": "dfxtp_1",
        "yosys_warnings": 0,
        "topCellsByArea": "dfxtp_1",
        "largest_area_cell": "dfxtp_1",
        "syn_avg_cell_area_um2": 20.0,
        "ys_seq_elements": 122,
        "yosys.area_share.aoi_pct": 0,
        "yosysCellCount": 122,
        "edf_count": 0,
        "synth_top_area_share_pct": 100,
        "top_cell": "dfxtp_1",
        "syn_area_um2": 2440,
        "yosys-mux-area-fraction_pct": 0,
        "synthCells": 122,
    },
    "power": {
        "p_total_uw": 12900,
        "sequentialPowerShare_pct": 40.3,
        "p_sw_uw": 2470,
        "internal_power_uw": 10400,
        "ir_drop_v": 0.000810,
        "p_clk_share_pct": 54.2,
        "p_leak_uw": 0.00233,
        "power_frac_comb_pct": 5.6,
        "switching_share_pct": 19.2,
        "power_density_nw_per_um2": 2380,
    },
    "place": {
        "dp_hpwl_mm": 7.96,
        "portBuffers": 244,
        "place_congestion": 0.744,
        "pre_cts_ws_ps": -60.6,
    },
    "global_route": {
        "grt_use_total_pct": 5.96,
        "grt.overflow.total": 0,
        "grt_pass1_vias": 2207,
        "grt_pass1_wl_mm": 13.8,
        "grt_max_degree": 17,
        "grt_antenna_before_repair": 0,
    },
    "min_path": {
        "hp-class": "in2reg",
    },
    "cts": {
        "clk_pin_slew_ps": 60,
        "numClockSinks": 122,
        "cts_hold_buf": 0,
        "cts_tree": "done",
        "htree_levels": 4,
        "numCtsBuffers": 17,
        "cts_buffer_depth": 2,
        "clockRootBuffer": "clkbuf_16",
    },
    "layout": {
        "syn_to_final_growth_pct": 122,
        "utilization_pct": 22.3,
        "layout-drive-gt1-share_pct": 43.1,
        "comb_cells": 0,
        "logic_area_um2": 0,
    },
    "job": {
        "warnings": 27,
        "maxCapViolCount": 0,
    },
}
## cells by family after synthesis
kind of cell  Yosys count
DFF                   122
## layer usage
| layer | up-vias | GRT usage [%] | routed length [µm] |
|---|---|---|---|
| met5 | - | 0 | 0 |
| met2 | 141 | 9.27 | 4470 |
| met3 | 6 | 4.88 | 1590 |
| met1 | 803 | 6.21 | 3450 |
| met4 | 0 | 1.05 | 146 |
| li1 | 905 | - | - |
## state kept, by name, indices dropped and copies added (netlist names), 3 cells and up
signal and cells:
opcode_id 7, pc_plus_4_id 32, rd_id 5, im_data_id 32, func_3_id 3, pc_id 32, rs2_id 5, rs1_id 5
## layout make-up
type / instances / area [µm²]
clock buffer: 17 / 425
clock inverter: 14 / 243
fill: 2589 / 18900
sequential: 122 / 2460
tap: 324 / 405
timing repair buffer: 244 / 1880
## placed cells by master, fill, tap and decap left out, drive strengths merged
| master | netlist | routed |
|---|---|---|
| buf | 0 | 122 |
| clkbuf | 0 | 17 |
| dfxtp | 122 | 122 |
| inv | 0 | 3 |
| bufinv | 0 | 6 |
| clkinv | 0 | 5 |
| clkdlybuf4s50 | 0 | 122 |
## stage by stage
stage          instances  hold slack (ps)  TNS [ps]  cell area, µm²
2_1_floorplan        122              228         0            2440
3_3_place_gp         690              648      -190            5290
3_5_place_dp         690              652      -222            5290
4_1_cts              721              199     -4410            5390
5_1_grt              721              196     -6270            5420
6_report             721              222      -488            5420
## power by group through the flow
stage | clock, µW | combinational [µW] | sequential (µW)
finish | 6970 | 717 | 5180
CTS | 7270 | 740 | 5180
global route | 7470 | 787 | 5210
## worst paths after layout
| check | start | slack [ps] | to | cells past startpoint |
|---|---|---|---|---|
| worst max-delay path | im_data_id[24] | -30 | im_data_id[24] | 1 |
| worst min-delay path | im_data_if[23] | 220 | im_data_id[23] | 1 |
## repair_timing
item	CTS	global route
pin swaps	0	0
gates resized	414	10
setup buffers	0	0
setup endpoints to repair	122	122
Power figures rest on the tool's default switching activity, not on a simulated workload.
