File: run.sh
#!/bin/bash
# OpenROAD 26Q1-2900-gdf79404cd8, Yosys 0.63+post, stock flow scripts
make -C /OpenROAD-flow-scripts/flow DESIGN_CONFIG=/design/flow/config.mk WORK_HOME=/design/flow/orfs finish
File: config.mk
export PLATFORM = sky130hd
export DESIGN_NAME = ex_mem
export DESIGN_NICKNAME = ex_mem
export VERILOG_FILES = /design/flow/design.v
export SDC_FILE = /design/flow/constraint.sdc
export NUM_CORES = 4
export LEC_CHECK = 1
export CORE_AREA = 10 10 186 186
export DIE_AREA = 0 0 196 196
export SYNTH_HDL_FRONTEND = slang
File: constraint.sdc
current_design ex_mem

set clk_period 1.0
set clk_io_pct 0.2

create_clock -name clk0 -period $clk_period [get_ports {clk}]

set non_clock_inputs [all_inputs -no_clocks]
set_input_delay [expr $clk_period * $clk_io_pct] -clock clk0 $non_clock_inputs
set_output_delay [expr $clk_period * $clk_io_pct] -clock clk0 [all_outputs]
File: design.v
module ex_mem (
    input logic clk,
    input logic [31:0] pc_ex,
    output logic [31:0] pc_mem,
    input logic [31:0] pc_plus_4_ex,
    output logic [31:0] pc_plus_4_mem,
    input logic [4:0] rd_ex,
    output logic [4:0] rd_mem,
    input logic im_to_rf_ex,
    output logic im_to_rf_mem,
    input logic store_ex,
    output logic store_mem,
    input logic load_ex,
    output logic load_mem,
    input logic [1:0] next_pc_selector_ex,
    output logic [1:0] next_pc_selector_mem,
    input logic [31:0] rs2_data_ex,
    output logic [31:0] rs2_data_mem,
    input logic [31:0] uj_type_ex,
    output logic [31:0] uj_type_mem,
    input logic [31:0] alu_data_ex,
    output logic [31:0] alu_data_mem,
    input logic [31:0] jump_i_type_ex,
    output logic [31:0] jump_i_type_mem,
    input logic [31:0] jump_sb_type_ex,
    output logic [31:0] jump_sb_type_mem
);
    always_ff @(posedge clk) begin
        pc_mem <= pc_ex;
        pc_plus_4_mem <= pc_plus_4_ex;
        rd_mem <= rd_ex;
        im_to_rf_mem <= im_to_rf_ex;
        store_mem <= store_ex;
        load_mem <= load_ex;
        next_pc_selector_mem <= next_pc_selector_ex;
        rs2_data_mem <= rs2_data_ex;
        uj_type_mem <= uj_type_ex;
        alu_data_mem <= alu_data_ex;
        jump_i_type_mem <= jump_i_type_ex;
        jump_sb_type_mem <= jump_sb_type_ex;
    end
endmodule
==> flow_metrics.tcl <==
# place-and-route summary
set metrics [dict create \
    htree_levels 1 \
    cts_buffer_depth 3 \
    drc 0 \
    core.rowCount 64 \
    timing.final.crit_share_pct 117.0 \
    clock_sink_count 234 \
    floorplan.initialDensity_pct 15.31 \
    last_weighted_congestion_value_of_the_routability_driven_placer 0.8267 \
    layout.area.comb_um2 0 \
    syn_area_per_cell_um2 20.02 \
    dp_cells 1098 \
    maximum_number_of_pins_on_one_net_before_global_route_repair 14 \
    hold_path_startpoint "rs2_data_ex[14]" \
    total_leakage_power_nw 4.281 \
    rsz0062_at_grt "true" \
    timing.max_cap.violations 0 \
    routed_wirelength_mm 21.34 \
    flow.area_growth_from_synthesis_pct 107.9 \
    vdd_ir_drop_max_mv 1.378 \
    ioPinCount 469 \
    dr_wl_cell_um 18.64 \
    cells_in_synth_stat_txt 234 \
    warnings 27 \
    dp_hpwl_mm 17.63 \
    vias_per_cell 3.150 \
    worst_setup_path_endpoint "rs2_data_mem[14]" \
    min_path_type "input pin to flip-flop" \
    max_freq_ghz 0.8545 \
    yosysUniqueCellTypes 1 \
    outcome "complete, but fails checks" \
    synthCells 234 \
    die_width_um 196 \
    crit_path_top_delay_cell "sky130_fd_sc_hd__dfxtp_2" \
    criticalPathCategory "flip-flop to primary output" \
    critPathLaunchType "flip-flop" \
    power_density_nw_per_um2 2136 \
    cts_root_buf "sky130_fd_sc_hd__clkbuf_16" \
    timing.critical_path.arrival_ns 0.97 \
    chip_area_um2 38420 \
    vias 3607 \
    yosys_warnings 0 \
    global_route.overflow_total 0 \
    drive_above_1_share_pct 43.45 \
    failed_checks "negative setup slack" \
    grt_antenna_before_repair 1 \
    crit_path_max_incr_delay_ns 0.32 \
    synth_seq_share_pct 100.0 \
    setup-violations-final 234 \
    postLayoutCoreUtil_pct 31.84 \
    hold_viol 0 \
    ant_nets 0 \
    initialDrtViolationCount 53 \
    worstSetupEndpointType "primary output" \
    worstPathBufferInverterCount 1 \
    ctsHoldBuffers 0 \
    worst_slew_pin_slew_ns 0.1708 \
    final-instance-count-excl-fill 1145 \
    cp_max_fo 1 \
    n_multi_input_combinational_cell 0 \
    post_synth_instance_area_um2 4684 \
    cts_tree "yes" \
    cp_num_cells 1 \
    final.hold.worst_slack_ns 0.1069 \
    worst_slack_ns -0.1703 \
    floorplan.core_area_um2 30590 \
    min_period_ns 1.170 \
    dr.pass1.iters 4 \
    cts_inserted_buffers 25 \
    gr-usage-all-layers_pct 10.56 \
    post-place-ws_ns -0.1045 \
    wire_length_of_the_first_global_routing_pass_mm 29.22 \
    synth.yosys.chip_area_um2 4684 \
    fillers 3067 \
    timing.slew.headroom_pct 88.62 \
    vias_in_the_first_global_route 3693 \
    critical-path-top-delay-family "flip-flops" \
    crit_path_start "rs2_data_mem[14]" \
    critPathRequiredTime_ns 0.80 \
    crit_chain "buf_6" \
    clk_pin_slew_worst_paths_ns 0.06 \
    fp.dieH_um 196 \
    final_max_slew_viol_count 0 \
    port-buffer-count 468 \
    ys_seq_elements 234 \
]
==> per-layer routing <==
metal	share of wire, %	global-route usage (%)	vias to the layer above
met5	0	0	-
met4	2.3	2.291	0
met3	11	4.680	29
met2	49	17.80	234
met1	37	12.19	1623
li1	-	-	1721
==> cell families after synthesis <==
| group | synth area share, % |
|---|---|
| flops | 100.0 |
==> per-stage QoR <==
stage	cell area, um^2	total power, mW	setup TNS, ns
2_1_floorplan	4684	10.01	0
3_3_place_gp	9864	12.00	-0.6276
3_5_place_dp	9864	12.01	-0.5722
4_1_cts	9642	21.17	-38.14
5_1_grt	9737	21.72	-40.99
6_report	9739	20.80	-29.58
==> synthesized netlist by cell type, drive strengths merged <==
| cell type | count | area [um^2] |
|---|---|---|
| dfxtp | 234 | 4684 |
==> flip-flops by register name (all words and copies together), names as in the netlist <==
signal and cells:
rs2_data_mem 32, jump_sb_type_mem 32, alu_data_mem 32, im_to_rf_mem 1, pc_mem 32, rd_mem 5, jump_i_type_mem 32, store_mem 1
pc_plus_4_mem 32, uj_type_mem 32, load_mem 1, next_pc_selector_mem 2
==> area by class of cell <==
| class | count | area, um^2 | share of cell area [%] |
|---|---|---|---|
| Tap cell | 396 | 495.5 | 5.087 |
| Clock buffer | 37 | 760.7 | 7.811 |
| Antenna cell | 1 | 2.502 | 0.02569 |
| Clock inverter | 9 | 116.4 | 1.195 |
| Sequential cell | 234 | 4745 | 48.72 |
| Timing Repair Buffer | 468 | 3620 | 37.17 |
==> cell usage in the layout, fill, tap and decap left out <==
cell type	synthesis	routed
sky130_fd_sc_hd__buf_2	0	217
sky130_fd_sc_hd__clkbuf_1	0	3
sky130_fd_sc_hd__clkinvlp_4	0	1
sky130_fd_sc_hd__clkbuf_8	0	9
sky130_fd_sc_hd__dfxtp_1	234	186
sky130_fd_sc_hd__clkdlybuf4s50_1	0	234
sky130_fd_sc_hd__buf_6	0	17
sky130_fd_sc_hd__clkinv_2	0	4
sky130_fd_sc_hd__clkinv_4	0	1
sky130_fd_sc_hd__dfxtp_2	0	48
sky130_fd_sc_hd__bufinv_16	0	2
sky130_fd_sc_hd__clkbuf_16	0	25
sky130_fd_sc_hd__diode_2	0	1
sky130_fd_sc_hd__inv_16	0	1
==> timing repair <==
| action | CTS | global route |
|---|---|---|
| pin swaps | 0 | 0 |
| setup buffers | 0 | 0 |
| setup endpoints to repair | 234 | 234 |
| hold endpoints to repair | 0 | 0 |
| resized | 822 | 28 |
==> power breakdown <==
| part | internal (mW) | switching (mW) | leakage (nW) |
|---|---|---|---|
| logic | 1.13 | 0.271 | 1.87 |
| clock network | 5.80 | 3.64 | 0.434 |
| registers | 9.85 | 0.112 | 1.97 |
| total | 16.8 | 4.02 | 4.28 |
==> worst min path at each step <==
stage                         end  slack [ns]  cells past startpoint
CTS              rs2_data_mem[14]        0.07                      1
global route  jump_i_type_mem[29]        0.07                      1
finish           rs2_data_mem[14]        0.11                      1
Power is estimated from default activity; no workload was simulated.
