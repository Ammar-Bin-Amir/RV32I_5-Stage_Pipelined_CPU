### design/flow/design.v
module id_ex (
    input logic clk,
    input logic [31:0] pc_id,
    output logic [31:0] pc_ex,
    input logic [31:0] pc_plus_4_id,
    output logic [31:0] pc_plus_4_ex,
    input logic [4:0] rd_id,
    output logic [4:0] rd_ex,
    input logic [2:0] func_3_id,
    output logic [2:0] func_3_ex,
    input logic func_7_bit_6_id,
    output logic func_7_bit_6_ex,
    input logic im_to_rf_id,
    output logic im_to_rf_ex,
    input logic store_id,
    output logic store_ex,
    input logic load_id,
    output logic load_ex,
    input logic branch_id,
    output logic branch_ex,
    input logic [1:0] alu_operand_a_selector_id,
    output logic [1:0] alu_operand_a_selector_ex,
    input logic alu_operand_b_selector_id,
    output logic alu_operand_b_selector_ex,
    input logic [1:0] next_pc_selector_id,
    output logic [1:0] next_pc_selector_ex,
    input logic [1:0] alu_operations_selector_id,
    output logic [1:0] alu_operations_selector_ex,
    input logic [31:0] rs1_data_id,
    output logic [31:0] rs1_data_ex,
    input logic [31:0] rs2_data_id,
    output logic [31:0] rs2_data_ex,
    input logic [31:0] i_type_id,
    output logic [31:0] i_type_ex,
    input logic [31:0] sb_type_id,
    output logic [31:0] sb_type_ex,
    input logic [31:0] uj_type_id,
    output logic [31:0] uj_type_ex,
    input logic [31:0] immediate_id,
    output logic [31:0] immediate_ex
);
    always_ff @(posedge clk) begin
        pc_ex <= pc_id;
        pc_plus_4_ex <= pc_plus_4_id;
        rd_ex <= rd_id;
        func_3_ex <= func_3_id;
        func_7_bit_6_ex <= func_7_bit_6_id;
        im_to_rf_ex <= im_to_rf_id;
        store_ex <= store_id;
        load_ex <= load_id;
        branch_ex <= branch_id;
        alu_operand_a_selector_ex <= alu_operand_a_selector_id;
        alu_operand_b_selector_ex <= alu_operand_b_selector_id;
        next_pc_selector_ex <= next_pc_selector_id;
        alu_operations_selector_ex <= alu_operations_selector_id;
        rs1_data_ex <= rs1_data_id;
        rs2_data_ex <= rs2_data_id;
        i_type_ex <= i_type_id;
        sb_type_ex <= sb_type_id;
        uj_type_ex <= uj_type_id;
        immediate_ex <= immediate_id;
    end
endmodule
### design/flow/run.sh
#!/bin/bash
# OpenROAD 26Q1-2900-gdf79404cd8, Yosys 0.63+post, stock flow scripts
make -C /OpenROAD-flow-scripts/flow DESIGN_CONFIG=/design/flow/config.mk WORK_HOME=/design/flow/orfs finish
### design/flow/config.mk
export PLATFORM = sky130hd
export DESIGN_NAME = id_ex
export DESIGN_NICKNAME = id_ex
export VERILOG_FILES = /design/flow/design.v
export SDC_FILE = /design/flow/constraint.sdc
export NUM_CORES = 4
export LEC_CHECK = 1
export CORE_AREA = 10 10 246 246
export DIE_AREA = 0 0 256 256
export SYNTH_HDL_FRONTEND = slang
### design/flow/constraint.sdc
current_design id_ex

set clk_period 1.0
set clk_io_pct 0.2

create_clock -name clk0 -period $clk_period [get_ports {clk}]

set non_clock_inputs [all_inputs -no_clocks]
set_input_delay [expr $clk_period * $clk_io_pct] -clock clk0 $non_clock_inputs
set_output_delay [expr $clk_period * $clk_io_pct] -clock clk0 [all_outputs]
==> out/results.ini <==
[outcome]
status=finished with violations
violations=negative setup slack

[placed_design]
dp_hpwl_um=20200
dp_worst_setup_slack_ns=-0.0916
gp_congestion=0.869
dpl_cell_area_mm2=0.0120
numPortBuffers=552

[floorplanning]
initCoreUtil=0.100
coreArea_mm2=0.0551
design.die.area_mm2=0.0655
num_rows=86
die_h_um=256
fp.dieW_um=256
design.portCount=553

[logic_synthesis]
synth_warnings=0
edf_count=0
yosysUniqueCellTypes=1
numSynthFlops=276
postSynthCellCount=276
yosysTopAreaCell=dfxtp_1
ys_cells=276
post-synth-top-count-cell=dfxtp_1
syn_avg_cell_area_um2=20.0
common_cells=dfxtp_1
top_cells_by_area=dfxtp_1
ys_seq_frac=1.00
yosys_area_mm2=0.00553
netlist_area_mm2=0.00553
ys.flop_type=dfxtp_1
ys_async_sr_fraction=0
top_area_frac=1.00

[sta]
rsz0062_at_grt=true
fin_ws_ns=-0.196
setup_viol_count_final=276
slew_viol_final=0
worst_pin_slew_ns=0.196
tns_ns=-44.43
slew_headroom=0.869
fin_crit_ns=1.20
max_freq_mhz=836
fin_crit_sh=1.20
hold_violations=0

[setup_path]
cp_max_fo=1
worstSetupEndpointType=primary output
critical_path.top_delay_family=flip-flops
arrival_ns=1.00
required_ns=0.80
cpPeakStageDelay_ns=0.32
start_kind=flip-flop
path_buffers=1
crit_slowest_cell=dfxtp_2
crit_chain=buf_2
criticalPathCategory=flip-flop to primary output

[power]
irDropWorstVdd_uv=1800
leakage_nw=5.03
power.density_mw_per_mm2=2110
p_total_mw=24.9

[grt]
grt_pass1_vias=4772
grt_max_degree=15
grt_pass1_wl_um=34900
grt_remaining_overflow=0
grt_usage=0.0725
antenna_found_initial=7

[clock_network]
hold_buffers=0
cts_made_buffers=30
cts_tree=built
cts.htree.levels=1
clock-sinks=276
cts-root-buf=clkbuf_16
post_cts_resized=936
clkTransAtPathRegs_ns=0.06
cts_setup_buffers=0
clockBufferDepth=3

[routing]
first_pass_iters=5
totalWireLength_um=24800
num_vias=4268
n_antenna_cell=0
ant_nets=0
routed_via_density=2.62
drc=0
drt_iter0_markers=85
avgRoutedWirePerCell_um=15.2

[cells_and_area]
logic_gate_count=0
layout.area.comb_um2=0
flop_area_mm2=0.00559
drive_gt1_frac=0.422
stdcell_area_mm2=0.0118
area_growth_pct=114
final_core_util=0.214
n_fill_cell=5965

[flow_run]
tool_warnings=27
maxCapViolCount=0

[hold_path]
hold_class=primary input to flip-flop

worst paths after layout:
kind / slack, ns / from / cells after the start / end
worst max-delay path: -0.20 / uj_type_ex[12]$_DFF_P_ / 1 / uj_type_ex[12]
worst min-delay path: 0.07 / immediate_id[20] / 1 / immediate_ex[20]$_DFF_P_
cell type report:
type	count	area share
Clock inverter	11	0.0163
Timing Repair Buffer	554	0.359
Clock buffer	40	0.0720
Tap cell	748	0.0793
Sequential cell	276	0.473
cell usage in the layout, fill, tap and decap left out:
master	Yosys	routed
clkinvlp_4	0	2
clkdlybuf4s50_1	0	276
clkinv_2	0	2
clkinv_4	0	1
clkbuf_8	0	4
dfxtp_2	0	48
buf_2	0	264
clkbuf_1	0	5
dfxtp_1	276	228
inv_6	0	1
bufinv_16	0	5
buf_4	0	2
buf_6	0	12
clkbuf_16	0	31
cell families after synthesis:
kind of cell,synth area share
flops,1.00
registers in the layout, indices dropped and copies added (netlist names):
signal	count
rs2_data_ex	32
store_ex	1
alu_operations_selector_ex	2
sb_type_ex	32
rd_ex	5
load_ex	1
pc_ex	32
immediate_ex	32
rs1_data_ex	32
i_type_ex	32
branch_ex	1
alu_operand_b_selector_ex	1
alu_operand_a_selector_ex	2
func_7_bit_6_ex	1
next_pc_selector_ex	2
im_to_rf_ex	1
uj_type_ex	32
func_3_ex	3
pc_plus_4_ex	32
through the flow:
| step | instances | hold WS (ns) |
|---|---|---|
| after floorplan | 276 | 0.228 |
| after global placement | 1578 | 0.648 |
| after detailed placement | 1578 | 0.652 |
| after CTS | 1629 | 0.0226 |
| after global routing | 1629 | 0.0303 |
| final | 1629 | 0.0722 |
where the power goes:
part           switching [mW]  internal [mW]  total [mW]
combinational           0.343           1.33        1.67
sequential              0.130           11.6        11.7
clock                    4.33           7.19        11.5
total                    4.80           20.1        24.9
per-layer routing:
layer  track usage  wire, µm  vias up
li1              -         -     2022
met1        0.0696      8130     1885
met2         0.127     12400      315
met3        0.0465      3520       38
met4        0.0172       691        8
met5             0        45        -
Power figures rest on the tool's default switching activity, not on a simulated workload.
